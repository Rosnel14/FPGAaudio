### flow/config.mk
export PLATFORM = sky130hd
export DESIGN_NAME = FPGAaudio
export DESIGN_NICKNAME = FPGAaudio
export VERILOG_FILES = /design/flow/design.v
export SDC_FILE = /design/flow/constraint.sdc
export NUM_CORES = 4
export LEC_CHECK = 1
export CORE_UTILIZATION = 30
### flow/constraint.sdc
current_design FPGAaudio

set clk_period 1.0
set clk_io_pct 0.2

create_clock -name clk0 -period $clk_period [get_ports {CLOCK_50}]

set non_clock_inputs [all_inputs -no_clocks]
set_input_delay [expr $clk_period * $clk_io_pct] -clock clk0 $non_clock_inputs
set_output_delay [expr $clk_period * $clk_io_pct] -clock clk0 [all_outputs]
### flow/design.v
module FPGAaudio(CLOCK_50,KEY,GPIO);
input CLOCK_50; 
input [0:3]KEY;  
output [0:1]GPIO;  
wire clkOut;  
Clock_divider clkDiv(CLOCK_50,clkOut);
reg [15:0] counterC;
always @(posedge clkOut) if(counterC==47782) counterC <= 0; else counterC <= counterC+1;  
reg [15:0] counterD;
always @(posedge clkOut) if(counterD==42567) counterD <= 0; else counterD <= counterD+1;  
reg [15:0] counterE;
always @(posedge clkOut) if(counterE==37922) counterE <= 0; else counterE <= counterE+1;  
reg [15:0] counterG;
always @(posedge clkOut) if(counterG==35793) counterG <= 0; else counterG <= counterG+1;   
assign GPIO[0] =  ~KEY[0] &&  counterC[15] ||~KEY[1] &&  counterD[15]||~KEY[2] &&  counterE[15]||~KEY[3] &&  counterG[15];  
endmodule 
module Anote(CLOCK_50,KEY,GPIO,); 
input CLOCK_50;
input [0:1]KEY;  
output [0:1]GPIO; 
wire clkOut;  
Clock_divider clkDiv(CLOCK_50,clkOut);
reg [15:0] counter;
always @(posedge clkOut) if(counter==56817) counter <= 0; else counter <= counter+1;
assign GPIO[0] = ~KEY[0] &&  counter[15];  
endmodule 
module Clock_divider(clock_in,clock_out);
input clock_in;  
output reg clock_out;  
reg[27:0] counter=28'd0;
parameter DIVISOR = 28'd2;  
always @(posedge clock_in)
begin
 counter <= counter + 28'd1;
 if(counter>=(DIVISOR-1))
  counter <= 28'd0;
 clock_out <= (counter<DIVISOR/2)?1'b1:1'b0;
end
endmodule
### flow/run.sh
#!/bin/bash
# OpenROAD 26Q1-2900-gdf79404cd8, Yosys 0.63+post, stock flow scripts
make -C /OpenROAD-flow-scripts/flow DESIGN_CONFIG=/design/flow/config.mk WORK_HOME=/design/flow/orfs finish
==> qor.csv <==
stage,metric,value,unit
final_timing,setup_ws,-217,ps
global_routing,grt_first_pass_wirelength,8970,um
synthesis,synth-edff-count,0,
global_routing,grt-ovfl-total,0,
worst_setup_path,cp.required,1200,ps
final_timing,unclocked_regs,64,
global_routing,antenna_found_initial,0,
drt,drt_wl_total,5030,um
power,pwr-share-seq,42.0,%
drt,viasPerCell,4.41,
final_timing,finalCritPeriodShare,122,%
final_timing,tightest_slew,763,ps
global_routing,grt_pass1_vias,2149,
global_routing,met1_usage,13.7,%
synthesis,ys.flop_type,dfxtp_1,
clocking,clock_path_buffers,2,
synthesis,synth_cell_types,40,
drt,vias,2373,
floorplanning,io_pins,7,
drt,ant_nets,0,
global_routing,grt.met2_usage,14.7,%
clocking,htree_levels,2,
final_timing,skew,2.85,ps
global_routing,grt_most_used_layer,met2,
placed_design,pre_cts_slack,-748,ps
outcome,violations,negative setup slack,
placed_design,dp_cells,526,
synthesis,ys_area,3500,sq um
synthesis,top_area_share,53.1,%
placed_design,io_buffers,5,
final_timing,grt_setup_unrepaired,true,
synthesis,top_area_cell,dfxtp_1,
final_timing,untimed_endpoints,64,
power,swShare,16.1,%
clocking,clock_latency,270,ps
final_timing,hold_viol,0,
power,internal_power,2.47,mW
floorplanning,initCoreUtil,30.7,%
synthesis,yosys.area_share.xor_xnor,12.0,%
placed_design,dp.final_hpwl,3620,um
worst_setup_path,crit_chain,"nor4_4, nand4_1, nor2_2, and3_1",
final_layout,mostFrequentLayoutCells,"90 x dfxtp_1, 41 x nor2_1, 26 x nand3_1, 26 x conb_1, 25 x xnor2_1",
synthesis,ys_sh_adder,3.57,%
clocking,cts_tree,yes,
worst_setup_path,worst_setup_path_end_kind,register,
synthesis,async_flop_share,0,%
synthesis,ys_sh_simple,25.4,%
clocking,cts_root_buf,clkbuf_16,
floorplanning,die_w,110,um
synthesis,avgSynthCellArea,10.1,sq um
synthesis,syn-cell-area,3500,sq um
power,p_clk_share,56.5,%
run,max_cap_viol_count,0,
synthesis,mux_area_share,0.893,%
global_routing,grt_max_degree,65,
final_layout,instances_no_fill,538,
final_timing,max_freq,0.822,GHz
global_routing,grt.total_usage,9.08,%
final_timing,finalMaxSlewViolations,0,
synthesis,ys_seq_share,53.1,%
drt,drt_pre_antenna_iters,4,
worst_setup_path,crit_type,reg2reg,
power,powerDensity,706,nW/um^2
power,power_switching,0.474,mW
floorplanning,chip_area,12100,sq um
synthesis,synthAoiAreaFrac,2.64,%
floorplanning,die_y,110,um
power,pwr-share-comb,1.5,%
run,warning_count,33,
clocking,numCtsBuffers,5,
final_layout,final_common_cell,dfxtp_1,
outcome,status,finished with violations,
synthesis,ys_cells,348,
floorplanning,core_area,11400,sq um
worst_setup_path,cp_max_fo,3,
drt,wl_per_cell,9.35,um
worst_setup_path,cpMaxStageDelayCell,dfxtp_2,
clocking,cts_hold_buffers,0,
min_path,holdCritPathClass,reg2reg,
clocking,path_clk_slew,50,ps
drt,drt_iter0_drc,169,
power,leakage,1.60,nW
final_layout,area_delta_synth_final,19.2,%
drt,antenna_cells,0,
worst_setup_path,start_kind,register,
global_routing,grtUsageMet3,1.20,%
final_layout,fin_util,36.6,%
synthesis,ys_warn_count,3,
power,vdd_drop_max,1760,uV
synthesis,synthCells,348,
worst_setup_path,critPathMaxStageDelay,320,ps
final_timing,max_slew_margin,48.7,%
synthesis,synth_flops,93,
floorplanning,rows,39,
drt,remaining_drc_errors,0,
final_timing,post-route-min-period,1220,ps
synthesis,ys_top_logic_family,simple AND/OR/NAND/NOR gates,
synthesis,synth.area.top_cells,"dfxtp_1 53%, xnor2_1 6.3%, xor2_1 5.8%",
placed_design,gp_congestion,0.792,
final_layout,final_layout_size_suffix_gt1_share,11.9,%
final_timing,setup_viol,4,
worst_setup_path,worstPathArrival,1420,ps
==> per-layer routing <==
| layer | up-vias | wire length [um] |
|---|---|---|
| met5 | - | 0 |
| met4 | 0 | 27 |
| met3 | 3 | 99 |
| met2 | 16 | 2240 |
| met1 | 1083 | 2660 |
| li1 | 1271 | - |
==> worst max-delay path, delay by kind of cell (launching register included) <==
family	cells	cell delay, ps
flops	1	320
simple gates	4	840
==> metrics by stage <==
| stage | power [mW] | area [sq um] | TNS (ps) | hold WS (ps) |
|---|---|---|---|---|
| final | 2.95 | 4180 | -790 | 581 |
| after global routing | 3.06 | 4180 | -1220 | 596 |
| after CTS | 2.98 | 4140 | -698 | 542 |
| after detailed placement | 1.29 | 3880 | -1450 | 512 |
| after global placement | 1.29 | 3880 | -1340 | 513 |
| after floorplan | 1.27 | 3600 | -179 | 464 |
==> power groups by stage <==
stage         registers [mW]  clock network, mW  logic, mW
finish                  1.24               1.66     0.0446
global route            1.24               1.76     0.0537
CTS                     1.24               1.69     0.0434
==> worst paths after layout <==
check	from	to	slack, ps	cells after the start
max	clkDiv.counter[18]	clkDiv.counter[1]	-220	4
min	clkDiv.counter[15]	clkDiv.counter[2]	580	3
max reg2reg	clkDiv.counter[18]	clkDiv.counter[1]	-220	4
min reg2reg	clkDiv.counter[15]	clkDiv.counter[2]	580	3
==> logic make-up (layout without fill, tap and decap cells) <==
logic type	Yosys count	after routing
fa+ha+maj	10	10
compound gates	13	13
buf+inv	19	41
xor+xnor	48	48
simple gates	161	161
flops	93	93
mux	3	3
other cells	1	26
==> state kept, by name, summed over array words and instances, names as in the netlist <==
signal / cells
counterE: 16
clkDiv.clock_out: 1
counterG: 16
counterC: 16
clkDiv.counter: 28
counterD: 16
==> area by class of cell <==
cell class                 instances  area [sq um]
fill                            1112          7240
tap                              143           179
multi-input combinational        261          1750
timing repair buffer              17           144
clock inverter                     1          30.0
clock buffer                       7           143
sequential                        93          1870
inverter                          16          60.1
==> synthesized netlist by cell type, types with 2 or more instances <==
| library cell | number |
|---|---|
| dfxtp_1 | 93 |
| nor2_1 | 42 |
| nand3_1 | 27 |
| xnor2_1 | 25 |
| xor2_1 | 23 |
| inv_1 | 16 |
| nand2_1 | 16 |
| nand4_1 | 16 |
| nor3_1 | 12 |
| nor4_1 | 11 |
| ha_1 | 10 |
| and3_1 | 8 |
| nand3b_1 | 5 |
| and4_1 | 4 |
| or4b_1 | 4 |
| a21oi_1 | 3 |
| and2_1 | 3 |
| buf_2 | 2 |
| mux2i_1 | 2 |
| nand2b_1 | 2 |
| nor4b_1 | 2 |
| nor4bb_1 | 2 |
| o211ai_1 | 2 |
| o31ai_1 | 2 |
==> timing repair <==
item                                    in CTS  in global routing
pin swaps                                    9                  5
resized                                     25                  9
endpoints found under the setup margin       5                  5
hold endpoints to repair                     0                  0
setup buffers                                2                  2
gates cloned                                 0                  0
Power is estimated from default activity; no workload was simulated.
