<file path="./run.sh">
#!/bin/bash
# OpenROAD 26Q1-2900-gdf79404cd8, Yosys 0.63+post, stock flow scripts
make -C /OpenROAD-flow-scripts/flow DESIGN_CONFIG=/design/flow/config.mk WORK_HOME=/design/flow/orfs finish
</file>
<file path="./config.mk">
export PLATFORM = sky130hd
export DESIGN_NAME = top
export DESIGN_NICKNAME = top
export VERILOG_FILES = /design/flow/design.v
export SDC_FILE = /design/flow/constraint.sdc
export NUM_CORES = 4
export LEC_CHECK = 1
export CORE_UTILIZATION = 40
</file>
<file path="./constraint.sdc">
current_design top

set clk_period 4.0
set clk_io_pct 0.2

create_clock -name clk0 -period $clk_period [get_ports {CLK}]

set non_clock_inputs [all_inputs -no_clocks]
set_input_delay [expr $clk_period * $clk_io_pct] -clock clk0 $non_clock_inputs
set_output_delay [expr $clk_period * $clk_io_pct] -clock clk0 [all_outputs]
</file>
<file path="./design.v">
module top(CLK,PIN_13,PIN_12,PIN_11,PIN_10,PIN_22);
input CLK;
input PIN_13,PIN_12,PIN_11,PIN_10;  
output PIN_22;  
reg [15:0] counterC;
always @(posedge CLK) if(counterC==61157) counterC <= 0; else counterC <= counterC+1;  
reg [15:0] counterD;
always @(posedge CLK) if(counterD==54484) counterD <= 0; else counterD <= counterD+1;  
reg [15:0] counterE;
always @(posedge CLK) if(counterE==48540) counterE <= 0; else counterE <= counterE+1;  
reg [15:0] counterG;
always @(posedge CLK) if(counterG==91632) counterG <= 0; else counterG <= counterG+1;   
assign PIN_22 = (PIN_13 && counterC[15]) || (PIN_12 && counterD[15]) || (PIN_11 && counterE[15]) || (PIN_10 && counterG[15]);
endmodule
</file>
==> COMMIT_EDITMSG <==
Add synthesis and place-and-route results

- Run status: finished, final reports clean
* H-tree levels: 3
- TritonCTS Buffers: 9
* Detailed-route via count: 1914
* Maximum vdd ir drop: 246.4 µV
- Dividing the detail-routed wire length by the instance count gives 11.56 µm.
* Fraction of layout cells with a size suffix above 1: 0.06863
* Number of placed I/O pins: 6
- Area added between synthesis and finish: 12.62%
* Maximum root-to-sink buffer count: 2
* Number of standard cells reported by yosys: 291
- The stage logs contain a warning count of 28.
- The flow reports an fmax of 357.0 MHz.
- Total grt overflow: 0
- The final report lists a non-filler cell total of 383.
- Total power consumption of the routed design: 1.252 mW
- AND/OR/NAND/NOR Cells, Area Fraction: 0.2844
- Design area: 3082 µm²
* Routed wire length: 4428 µm
* Detailed-router iteration count before antenna repair: 4
- Setup repair after global routing left no endpoint under its margin.
- For the worst-skew pair, the clock arrives at the later sink with an insertion delay of 0.33 ns.
- Fraction of the mapped netlist area in compound gates: 0.02378
- Looking at the max-slew report, the worst-margin pin has a slew of 0.6052 ns.
* Count of hold-fix buffers inserted at cts: 0
* Num Clock Sinks: 64
* Number of synthesized register bits: 64
- Sequential area share after synthesis: 0.4682
- Mean area per synthesized cell: 9.403 µm²
- Of the total synthesized cell area, the portion taken by XOR and XNOR cells is 0.1600.
- Number of pins exceeding their max-slew limit in the final report: 0
- Yosys reported that registers with async set or reset make up 0.
* Final count of negative-setup-slack endpoints: 0
- The first global-routing pass estimated 7872 µm of wire.
* Critical Setup Path Class: in2out
- Via density per instance: 4.997
- In this run the tool buffered the top-level ports with 5 buffer cells.
* Cell area after placement: 2861 µm²
* YS chip area: 2736 µm²
- TritonCTS built the clock tree.
* Number of antenna violations at the first check in global routing: 0
* Floorplan core area: 6459 µm²
- FP Core Util: 0.4237
- Worst path required time: 3.20 ns
- On the critical path the data arrives at 2.00 ns.
- Post-CTS Repair Setup Buffers: 0
* Total Die Area: 7176 µm²
- Share of the core filled with cells: 0.4771
- Overall track demand over capacity in global routing: 0.1382
* Number of standard cells after synthesis: 291
- Crit path launch type: input pin
- Number of resized instances in the post-cts repair step: 0
* Logic family by area: simple AND/OR/NAND/NOR gates
* Final worst path period share: 0.7002
- The number of antenna diodes in the final layout is 0.
- Area fraction in mux cells: 0.003658
- The tightest min-delay check is of the reg2reg type.
- Nature of the critical path endpoint: output pin
* Combined area of all synthesized cells: 2736 µm²
* TNS Setup: 0 ns
* Horizontal extent of the die: 84.71 µm
- The leakage component of the power was reported as 1.150 nW.
* Number of synthesis warnings: 1
* Number of core rows: 29
* Remaining routing DRC violations: 0
* Clock period minus worst slack: 2.801 ns
* Final RePlAce weighted congestion: 0.8193
- Relative max-transition margin: 0.5935
- DP Wirelength: 3006 µm
- In this run, the number of DRC markers left after iteration 0 of detailed routing was 59.
* Number of violations of the max-capacitance limit: 0
- On the reported timing paths, the clock transition at the registers reads 0.06 ns.
* Share of synthesized cell area in full adder, half adder and majority cells: 0.03201
- Count of cell types in the netlist: 36
- According to the floorplan report, the die height is 84.71 µm.
* Number of global-route vias before repair: 1750
- Number of hold violations in the final report: 0
* Largest net degree at the start of global routing: 12
- Total power per unit cell area: 406.3 nW/µm²
- Clock skew on the completed layout was measured at 0.006210 ns.
- Including well taps, the total number of placed cells is 368.
- DRT antenna net count: 0
- Dominant Register Cell: dfxtp_1
- Number of synthesized flops with an enable pin: 0
- Max FO, Critical Path: 1
* Root Buffer Master: clkbuf_8
==> through the flow <==
step | hold slack [ns] | setup slack (ns)
5_1_grt | 0.4525 | 1.107
4_1_cts | 0.4232 | 1.148
6_report | 0.4163 | 1.199
2_1_floorplan | 0.3829 | 2.204
3_5_place_dp | 0.4010 | 1.162
3_3_place_gp | 0.3932 | 1.159
==> metal layers <==
metal / routed length [µm] / global-route usage / vias up / share of wire
met3: 153 / 0.03785 / 5 / 0.035
met5: 0 / 0 / - / 0
met2: 1887 / 0.2136 / 15 / 0.43
met1: 2336 / 0.2076 / 851 / 0.53
met4: 51 / 0.01541 / 0 / 0.012
li1: - / - / 1043 / -
==> layout by cell type, fill, tap and decap left out, drive strengths merged <==
cell	count
a21oi	1
a22oi	2
and2	3
and3	1
and4	8
buf	1
bufinv	2
clkbuf	12
clkdlybuf4s50	5
clkinv	1
dfxtp	64
ha	7
inv	11
mux2i	1
nand2	16
nand3	27
nand3b	1
nand4	19
nand4b	2
nor2	38
nor2b	2
nor3	9
nor4	9
o21ai	4
o21bai	1
o311ai	1
o41ai	1
or2	1
or3	3
or4	1
or4b	1
or4bb	1
xnor2	25
xor2	25
==> cells by family after synthesis <==
logic type	after synthesis
adders and majority gates	7
AOI/OAI and AO/OA	10
xor gates and xnor gates	50
DFF	64
muxes	1
buffers and inverters	17
and+or+nand+nor	142
==> state kept, by name (all words and copies together) (netlist names) <==
name / flops
counterC: 16
counterG: 16
counterD: 16
counterE: 16
==> power breakdown <==
part | leakage, nW | switching [mW] | internal [mW]
clock network | 0.112 | 0.230 | 0.381
registers | 0.515 | 0 | 0.637
logic | 0.523 | 0.000488 | 0.00338
total | 1.15 | 0.231 | 1.02
==> area by class of cell <==
| cell class | instances | area [µm²] |
|---|---|---|
| inverter | 11 | 41.29 |
| clock buffer | 12 | 155.1 |
| sequential | 64 | 1281 |
| multi-input combinational | 210 | 1385 |
| tap | 77 | 96.34 |
| timing repair buffer | 6 | 57.56 |
| fill | 603 | 3377 |
| clock inverter | 3 | 65.06 |
==> cell usage after synthesis (2+ instances only) <==
library cell | count | area share
dfxtp_1 | 64 | 0.47
nor2_1 | 38 | 0.052
nand3_1 | 27 | 0.049
xnor2_1 | 25 | 0.080
xor2_1 | 25 | 0.080
nand4_1 | 19 | 0.043
nand2_1 | 16 | 0.022
inv_1 | 11 | 0.015
and4_1 | 8 | 0.026
nor3_1 | 8 | 0.015
nor4_1 | 8 | 0.018
ha_1 | 7 | 0.032
and2_1 | 3 | 0.0069
buf_2 | 3 | 0.0055
o21ai_0 | 3 | 0.0055
or3_1 | 3 | 0.0069
a22oi_1 | 2 | 0.0055
nand4b_1 | 2 | 0.0064
nor2b_1 | 2 | 0.0046
==> worst max-delay path, stage by stage <==
cell	delay (ns)
clkdlybuf4s50_1	0.40
a22oi_1	0.31
nand2_1	0.09
clkdlybuf4s50_1	0.41
==> path summary, 6_finish.rpt <==
path                from            to  slack, ns  depth (start not counted)
min          counterG[0]   counterG[0]       0.42                          1
max reg2reg  counterD[0]  counterD[14]       1.99                          6
max               PIN_13        PIN_22       1.20                          4
min reg2reg  counterG[0]   counterG[0]       0.42                          1
Power figures rest on the tool's default switching activity, not on a simulated workload.
